==> design.v <==
`timescale 1ns / 1ps
module clockCounter(clk_1Hz,userclock,h,i,num0,num1,num2,num3);
input clk_1Hz,userclock;  
input [7:0] h;
input [6:0] i;
output reg [3:0] num0;  
output reg [3:0] num1;  
output reg [3:0] num2;
output reg [3:0] num3;
reg [7:0] n0and1;
reg [6:0] n2and3;
always @(posedge userclock)
begin	
		if ((n0and1+h) <=9)
			begin
				num0=(n0and1+h);
				num1=0;
			end
		else if ((n0and1+h) > 9 && (n0and1+h)<20)
			begin
				num0=(n0and1+h)-10;
				num1=1;
			end
		else if ((n0and1+h) > 19 && (n0and1+h)<30)
			begin
				num0=(n0and1+h)-20;
				num1=2;
			end
		else if ((n0and1+h) >29 && (n0and1+h)<40)
			begin
				num0=(n0and1+h)-30;
				num1=3;
			end
		else if ((n0and1+h) >39 && (n0and1+h)<50)
			begin
				num0=(n0and1+h)-40;
				num1=4;
			end
		else if ((n0and1+h) >49 && (n0and1+h)<60)
			begin
				num0=(n0and1+h)-50;
				num1=5;
			end
		else if ((n0and1+h) >59 && (n0and1+h)<70)
			begin
				num0=(n0and1+h)-60;
				num1=0;
			end
		else if ((n0and1+h) >69 && (n0and1+h)<80)
			begin
				num0=(n0and1+h)-70;
				num1=0;
			end
		else if ((n0and1+h) >79 && (n0and1+h)<90)
			begin
				num0=(n0and1+h)-80;
				num1=0;
			end
		else if ((n0and1+h) >89 && (n0and1+h)<100)
			begin
				num0=(n0and1+h)-90;
				num1=0;
			end
		else if ((n0and1+h) >99 && (n0and1+h)<110)
			begin
				num0=(n0and1+h)-100;
				num1=0;
			end
		else if ((n0and1+h) >109 && (n0and1+h)<120)
			begin
				num0=(n0and1+h)-110;
				num1=0;
			end
end
always @(posedge userclock)
begin
		if ((n2and3+i) <=9) 
			begin
				num2=(n2and3+i);
				num3=0;
			end
		else if ((n2and3+i) > 9 && (n2and3+i)<20) 
			begin
			num2=(n2and3+i)-10;
			num3=1;
			end
		else if ((n2and3+i) > 19 && (n2and3+i)<24) 
			begin
			num2=(n2and3+i)-20;
			num3=2;
			end
		else if ((n2and3+i) > 23 && (n2and3+i)<34) 
			begin
			num2=(n2and3+i)-24;
			num3=0;
			end
		else if ((n2and3+i) > 33 && (n2and3+i)<44) 
			begin
			num2=(n2and3+i)-34;
			num3=1;
			end
		else if ((n2and3+i) > 43 && (n2and3+i)<48) 
			begin
			num2=(n2and3+i)-38;
			num3=1;
			end
end
always @ (posedge clk_1Hz) 
begin
	n0and1 = n0and1 + 1'b1;  
	if ( n0and1 > 59 ) 
		begin  
		n0and1 = 0;  
		end
	else if ((n0and1+h)==60)
		begin
			n2and3 = n2and3+1'b1;
			if (n2and3 > 23)
				begin
				n2and3=0;
				end
		end
end
endmodule
==> run.sh <==
#!/bin/bash
# OpenROAD 26Q1-2900-gdf79404cd8, Yosys 0.63+post, stock flow scripts
make -C /OpenROAD-flow-scripts/flow DESIGN_CONFIG=/design/flow/config.mk WORK_HOME=/design/flow/orfs finish
==> config.mk <==
export PLATFORM = sky130hd
export DESIGN_NAME = clockCounter
export DESIGN_NICKNAME = clockCounter
export VERILOG_FILES = /design/flow/design.v
export SDC_FILE = /design/flow/constraint.sdc
export NUM_CORES = 4
export LEC_CHECK = 1
export CORE_UTILIZATION = 40
==> constraint.sdc <==
current_design clockCounter

set clk_period 7.7
set clk_io_pct 0.2

create_clock -name clk0 -period $clk_period [get_ports {clk_1Hz}]
create_clock -name clk1 -period $clk_period [get_ports {userclock}]

set non_clock_inputs [all_inputs -no_clocks]
set_input_delay [expr $clk_period * $clk_io_pct] -clock clk0 $non_clock_inputs
set_output_delay [expr $clk_period * $clk_io_pct] -clock clk0 [all_outputs]
==> impl_metrics.tcl <==
# metrics dict for downstream scripts
set metrics [dict create \
    status "complete, no violations" \
    power.total_uw 516 \
    post_cts_buffers 0 \
    critPathRequiredTime_ns 7.68 \
    coreArea_um2 8760 \
    synth-warning-count 1 \
    log.warning_count 39 \
    edf_count 15 \
    remaining_drc_errors 0 \
    max-vdd-ir-drop_mv 0.0710 \
    cts_sinks 28 \
    async_reset_ff_share_pct 0 \
    die_area_um2 9500 \
    p_per_area_nw_per_um2 126 \
    grt.busiest_layer "met2" \
    drv_slew 0 \
    syn_to_final_growth_pct 11.9 \
    drt-initial-drc-count 197 \
    stdcell_count 569 \
    layout_setup_ws_ns 1.91 \
    ys_area_um2 3640 \
    postSynthSeqShare_pct 19.5 \
    detail-route-antenna-nets 0 \
    hold_class "register to register" \
    ff_type "edfxtp_1" \
    finalSetupViolations 0 \
    vias 3346 \
    ys.flops 28 \
    die_h_um 97.5 \
    internal_power_uw 349 \
    cts_tree "yes" \
    place.gp.congestion 0.961 \
    fin_util_pct 46.5 \
    io-pin-count 33 \
    tns_ns 0 \
    avgSynthCellArea_um2 8.36 \
    synth_cell_types 84 \
    p_comb_share_pct 41.0 \
    post-synth-top-count-cell "ha_1" \
    cp-end-kind "register" \
    top_area_share_pct 14.4 \
    portBuffers 28 \
    drive_gt1_share_pct 7.59 \
    drv_cap 0 \
    swShare_pct 32.4 \
    slew-limit-headroom_pct 50.3 \
    hold_viol_final 0 \
    grt_first_pass_wirelength_mm 15.2 \
    syn_inst 436 \
    fp_util_pct 41.6 \
    power_switching_uw 167 \
    wire_per_inst_um 15.0 \
    worst_slew_pin_slew_ns 0.742 \
    area_leaders "ha_1 14%, edfxtp_1 12%, dfxtp_1 7.1%, a21oi_1 3.6%, nand2_1 3.4%" \
    met1_usage_pct 29.2 \
    placed_area_um2 3990 \
    wl_mm 8.56 \
    top_area_cell "ha_1" \
    rsz0062_at_grt "no" \
    common_cells "42 x ha_1, 33 x nand2_1, 30 x nor2_1" \
    met2_usage_pct 30.3 \
    insertedDiodeCount 0 \
    antenna_found_initial 0 \
    cp_data_arrival_time_ns 5.77 \
    start_kind "input port" \
    hold_slack_ns 0.456 \
    drtPass1Iterations 5 \
    grt_max_degree 16 \
    dp_hpwl_mm 6.83 \
    critPathKind "input port to register" \
    place_ws_ns 1.70 \
    critPathMaxFanout 13 \
    met3_usage_pct 2.78 \
    yosysCellCount 436 \
    cts_resized 0 \
    grt_overflow 0 \
    seqPwrFrac_pct 35.6 \
    grt_usage_pct 19.3 \
    row_count 34 \
    grt_pass1_vias 3220 \
    netlist_area_um2 3640 \
    clkTransAtPathRegs_ns 0.05 \
    avgViaCountPerCell 5.88 \
    cts_hold_buf 0 \
    post-place-cells 561 \
    leakage_nw 1.69 \
    chipWidth_um 97.5 \
    p_clk_share_pct 23.3 \
    final_area_um2 4080 \
    fin_skew_ns 0.00154 \
]
==> path summary, 6_finish.rpt <==
check	start	to	slack [ns]	depth (start not counted)
setup / recovery	h[0]	num0[2]	1.91	15
hold / removal	num3[1]	num3[1]	0.46	1
setup reg to reg	n0and1[0]	num0[2]	3.23	14
hold reg to reg	num3[1]	num3[1]	0.46	1
max in group clk0	h[0]	n2and3[0]	3.73	10
min in group clk0	n0and1[0]	n0and1[0]	0.51	1
==> cell type report <==
class | count | area, um^2
clock buffer | 7 | 86.3
clock inverter | 1 | 5.00
fill | 856 | 4690
inverter | 22 | 82.6
multi-input combinational | 374 | 2770
sequential | 28 | 711
tap | 108 | 135
timing repair buffer | 29 | 288
==> kinds of logic after synthesis <==
group	count (synthesis)	synth area share, %
buf+inv	40	5.12
simple gates	151	21.8
flops	28	19.5
other cells	1	0.103
mux	2	0.584
xor+xnor	26	6.66
compound gates	142	29.6
fa+ha+maj	46	16.6
==> metal layers <==
layer | vias to the layer above | routed length (um) | share of wire (%)
li1 | 1690 | - | -
met1 | 1534 | 4250 | 50
met2 | 107 | 3790 | 44
met3 | 15 | 391 | 4.6
met4 | 0 | 129 | 1.5
met5 | - | 0 | 0
==> sequential cells by signal, summed over array words and instances (netlist names) <==
register,count
n0and1,8
n2and3,7
num0,4
num2,4
num1,3
num3,2
==> cells in the final DEF (no fill, tap or decap), types with 4 or more instances in the layout <==
cell,synthesis,routed
conb_1,1,7
o211ai_1,5,5
nor3_1,11,11
fa_1,4,4
xnor2_1,14,14
o211a_1,4,4
and2_1,5,5
nand4_1,8,8
inv_1,20,20
a21oi_1,26,26
nor2b_1,9,9
o21ai_1,4,4
clkbuf_8,0,6
o22ai_1,4,4
clkdlybuf4s50_1,0,28
dfxtp_1,13,13
nand2_1,33,33
edfxtp_1,15,15
a31oi_1,6,6
a2111oi_0,4,4
o21bai_1,4,4
nor2_1,30,30
a211oi_1,4,4
nand3_1,20,20
ha_1,42,42
xor2_1,10,10
and3_1,6,6
o21ai_0,15,15
a21o_1,16,16
==> worst max-delay path: stages <==
cell             delay (ns)
clkdlybuf4s50_1        0.48
ha_1                   0.26
inv_1                  0.08
fa_1                   0.43
xnor2_2                0.63
inv_2                  0.22
ha_1                   0.36
a21boi_0               0.17
nor3_1                 0.25
nand4_1                0.18
o31ai_2                0.15
a2111oi_0              0.12
or3_1                  0.32
o211a_1                0.20
or3b_1                 0.36
==> power by group through the flow <==
stage	combinational, mW	clock [mW]	sequential [mW]
after CTS	0.210	0.124	0.184
after global routing	0.236	0.135	0.186
final	0.212	0.120	0.184
Power and IR drop assume default switching activity.
