==> flow/design.v <==
`timescale 1ns / 1ps
module clockCounter2(clk_1Hz,userclock,num0,num1,num2,num3,button2,button3,switch2);
input clk_1Hz,userclock;  
input button2,button3, switch2;
output [3:0] num0;  
output [3:0] num1;  
output [3:0] num2;
output [3:0] num3;
reg [3:0] num0;
reg [3:0] num1;
reg [3:0] num2;
reg [3:0] num3;
reg [6:0] n2and3;
reg[10:0]os1,os2;
always@(posedge userclock) begin
if (switch2) begin
 if (button2) begin
   os1=os1+1;
	 if (os1>59)
	  os1=0;
  end
  else if(button3) begin
    os2=os2+1;
	  if (os2>23)
	   os2=0;
  end
 end
 end
always @(posedge userclock)
begin
	if (n2and3 <=9) 
		begin
			num2=n2and3;
			num3=0;
		end
	else if (n2and3 > 9 && n2and3<20) 
		begin
		num3=1;
		num2=n2and3-10;
		end
	else 
		begin
		num3=2;
		num2=n2and3-20;
		end
end
always @ (posedge clk_1Hz) 
begin
	num0 = num0 + 1'b1+os1;  
	if ( num0 >= 10 ) 
		begin  
		num0 = 0;  
		num1 = num1 + 1'b1;  
			if (num1 >= 6) 
				begin  
				num1 = 0;  
				n2and3 = n2and3 + 1'b1+os2;
					if (n2and3 >= 24)
						begin
						n2and3=1;
						num0=0;
						num1=0;
						end
				end
		end
end
endmodule
==> flow/run.sh <==
#!/bin/bash
# OpenROAD 26Q1-2900-gdf79404cd8, Yosys 0.63+post, stock flow scripts
make -C /OpenROAD-flow-scripts/flow DESIGN_CONFIG=/design/flow/config.mk WORK_HOME=/design/flow/orfs finish
==> flow/config.mk <==
export PLATFORM = sky130hd
export DESIGN_NAME = clockCounter2
export DESIGN_NICKNAME = clockCounter2
export VERILOG_FILES = /design/flow/design.v
export SDC_FILE = /design/flow/constraint.sdc
export NUM_CORES = 4
export LEC_CHECK = 1
export CORE_UTILIZATION = 50
==> flow/constraint.sdc <==
current_design clockCounter2

set clk_period 4.8
set clk_io_pct 0.2

create_clock -name clk0 -period $clk_period [get_ports {clk_1Hz}]
create_clock -name clk1 -period $clk_period [get_ports {userclock}]

set non_clock_inputs [all_inputs -no_clocks]
set_input_delay [expr $clk_period * $clk_io_pct] -clock clk0 $non_clock_inputs
set_output_delay [expr $clk_period * $clk_io_pct] -clock clk0 [all_outputs]
==> results.sh <==
# yosys + openroad results
export IMPL_hold_viol=0
export IMPL_ys_ff=43
export IMPL_synth_most_common_cell="edfxtp_1"
export IMPL_slew_viol_final=0
export IMPL_cp_start_kind="flip-flop"
export IMPL_rsz0062_at_grt="false"
export IMPL_r2r_start="os1[0]"
export IMPL_avgSynthCellArea_um2=11.0
export IMPL_row_count=24
export IMPL_slew_headroom_pct=39.0
export IMPL_top_cells_by_count="edfxtp_1, nor2_1, ha_1"
export IMPL_reg2reg_slack_ns=2.14
export IMPL_antenna_found_initial=0
export IMPL_viasPerCell=5.56
export IMPL_power_mw=1.45
export IMPL_cp_endpoint="n2and3[6]"
export IMPL_ys_area_um2=2430
export IMPL_seq_area_um2=1190
export IMPL_gp_congestion=0.893
export IMPL_path_clk_slew_ns=0.09
export IMPL_die_h_um=71.7
export IMPL_wire_per_inst_um=13.2
export IMPL_max_cap_violations=0
export IMPL_top_area_share_pct=40.8
export IMPL_cts_setup_buffers=0
export IMPL_dieArea_um2=5130
export IMPL_vias=1718
export IMPL_first_pass_iters=4
export IMPL_routed_wl_um=4080
export IMPL_port_buffers=17
export IMPL_skew_ns=0.00351
export IMPL_grt_usage_pct=18.4
export IMPL_crit_fanout=8
export IMPL_cp_required_ns=4.66
export IMPL_drt_iter0_drc=89
export IMPL_synth_edff_count=33
export IMPL_setup_viol=0
export IMPL_cts_resized=0
export IMPL_drive_gt1_share_pct=5.45
export IMPL_core_area_um2=4500
export IMPL_critPathKind="flip-flop to flip-flop"
export IMPL_fillCellCount=371
export IMPL_grt_max_degree=16
export IMPL_synthesis_area_um2=2430
export IMPL_fp_util_pct=53.9
export IMPL_syn_to_final_growth_pct=14.7
export IMPL_p_leak_nw=1.07
export IMPL_min_path_cells=0
export IMPL_status="finished, final reports clean"
export IMPL_antennaDiodeCount=0
export IMPL_peakVddDrop_mv=0.451
export IMPL_reg2reg_depth=7
export IMPL_max_slew_worst_pin_slew_ns=0.913
export IMPL_ys_cells=221
export IMPL_combGateArea_um2=1230
export IMPL_async_flop_share_pct=0
export IMPL_grt_pass1_wl_um=6880
export IMPL_grt_pass1_vias=1621
export IMPL_remaining_drc_errors=0
export IMPL_synthFlopType="edfxtp_1"
export IMPL_tritoncts="done"
export IMPL_powerDensity_nw_per_um2=521
export IMPL_startpoint="os1[0]"
export IMPL_io_pins=21
export IMPL_ys_types=45
export IMPL_grt_ovfl_total=0
export IMPL_syn_inst=221
export IMPL_worstPathArrival_ns=2.52
export IMPL_timing_rr_end="n2and3[6]"
export IMPL_yosysWarningCount=1
export IMPL_largest_area_cell="edfxtp_1"
export IMPL_chipWidth_um=71.7
export IMPL_setup_tns_ns=0
export IMPL_clock_sinks=43
export IMPL_hold_class="flip-flop to flip-flop"
export IMPL_topCellsByArea="edfxtp_1, ha_1, dfxtp_1"
export IMPL_ant_nets=0
export IMPL_cp_end_kind="flip-flop"
export IMPL_tool_warnings=31
export IMPL_yosysSeqAreaShare_pct=49.1
export IMPL_hpwl_um=3120
export IMPL_cts_hold_buf=0
-- per-layer routing --
layer,wire length (um),part of all wire (%),track usage (%)
met5,0,0,0
met2,1840,45,28.2
met4,48,1.2,1.96
met1,1940,48,27.6
met3,249,6.1,7.28
-- where the power goes --
group / switching (mW) / internal [mW] / leakage, nW / total [mW]
logic: 0.302 / 0.308 / 0.629 / 0.611
clock network: 0.103 / 0.116 / 0.0459 / 0.219
registers: 0.0820 / 0.537 / 0.396 / 0.619
total: 0.487 / 0.961 / 1.07 / 1.45
-- through the flow --
stage	hold slack (ns)	worst slack [ns]	std cells	util [%]	instance area [um^2]
after global routing	0.445	1.93	309	61.8	2780
after global placement	0.435	2.28	301	59.8	2690
after floorplan	0.391	2.43	236	-	2480
final	0.414	2.14	309	61.8	2780
after CTS	0.407	2.11	309	61.8	2780
after detailed placement	0.433	2.18	301	59.8	2690
-- cells by family after synthesis --
kind of cell	count (synthesis)	share of synthesized area [%]
AOI/OAI and AO/OA	37	11.8
xor gates and xnor gates	21	7.58
adders and majority gates	20	10.9
buffers and inverters	14	2.58
DFF	43	49.1
other	1	0.155
and+or+nand+nor	85	17.9
-- registers in the layout (all words and copies together), names as in the netlist --
name / count
n2and3: 7
num1: 4
os2: 11
num3: 2
num2: 4
os1: 11
num0: 4
-- critical path, cell delays in order, from the launching register on --
cell and delay, ns:
edfxtp_1 0.49, inv_1 0.12, ha_1 0.16, inv_2 0.04
fa_1 0.36, xor2_1 0.22, nor2_1 0.11, nor3b_1 0.75
-- how the worst min path moves through the flow --
stage / to / slack (ns) / startpoint
4_1_cts: num2[0] / 0.41 / n2and3[0]
5_1_grt: num2[0] / 0.44 / n2and3[0]
6_report: num2[0] / 0.41 / n2and3[0]
-- layout make-up --
class	instances	area share (%)
clock inverter	1	0.135
inverter	10	1.35
clock buffer	7	3.10
sequential	43	42.8
timing repair buffer	17	6.12
tap	52	2.34
multi-input combinational	179	44.2
-- layout by cell type, fill, tap and decap left out, drive strengths merged, types with 5 or more instances in the layout --
master | Yosys | routed
nor2 | 25 | 25
nand4 | 5 | 5
nand2 | 10 | 10
dfxtp | 10 | 10
xnor2 | 10 | 10
xor2 | 11 | 11
and3 | 9 | 9
ha | 18 | 18
inv | 10 | 10
conb | 1 | 16
nand3 | 12 | 12
a21oi | 8 | 8
clkbuf | 0 | 7
nor3 | 8 | 8
clkdlybuf4s50 | 0 | 17
edfxtp | 33 | 33
Power is estimated from default activity; no workload was simulated.
