## design.v

```verilog
`timescale 1ns / 1ps
module setPulse(uclock,num0,num1,num2,num3,switch,switch2,b0state,pnum0,pnum1,pnum2,pnum3
    );
input [3:0] num0,num1,num2,num3;
input uclock,switch,switch2,b0state;
output reg [3:0] pnum0,pnum1,pnum2,pnum3;
reg [25:0] pulseTime;
reg pulsestate;
initial begin pulsestate = 0; pulseTime = 0; pnum0<=0; pnum1<=0; pnum2<=0; pnum3<=0; end
always @(posedge b0state) if (!switch && !switch2) pulsestate =~ pulsestate;
always @(posedge uclock)
begin
if (pulsestate) 
		begin
				if (pulseTime >= 25_000_000)
				pulseTime <= 0;
				else
				pulseTime <= pulseTime + 1;
				pnum0 <= pulseTime >= (5_500_000) ? num0 : 10 ;  
				pnum1 <= pulseTime >= (5_500_000) ? num1 : 10 ;  
				pnum2 <= pulseTime >= (5_500_000) ? num2 : 10 ;  
				pnum3 <= pulseTime >= (5_500_000) ? num3 : 10 ;  
		end
else if (!pulsestate)  
	begin
		pnum0 <= num0;  
		pnum1 <= num1;  
		pnum2 <= num2;	
		pnum3 <= num3; 
	end
end
endmodule
```

## run.sh

```bash
#!/bin/bash
# OpenROAD 26Q1-2900-gdf79404cd8, Yosys 0.63+post, stock flow scripts
make -C /OpenROAD-flow-scripts/flow DESIGN_CONFIG=/design/flow/config.mk WORK_HOME=/design/flow/orfs finish
```

## config.mk

```make
export PLATFORM = sky130hd
export DESIGN_NAME = setPulse
export DESIGN_NICKNAME = setPulse
export VERILOG_FILES = /design/flow/design.v
export SDC_FILE = /design/flow/constraint.sdc
export NUM_CORES = 4
export LEC_CHECK = 1
export CORE_UTILIZATION = 30
```

## constraint.sdc

```tcl
current_design setPulse

set clk_period 2.7
set clk_io_pct 0.2

create_clock -name clk0 -period $clk_period [get_ports {b0state}]
create_clock -name clk1 -period $clk_period [get_ports {uclock}]

set non_clock_inputs [all_inputs -no_clocks]
set_input_delay [expr $clk_period * $clk_io_pct] -clock clk0 $non_clock_inputs
set_output_delay [expr $clk_period * $clk_io_pct] -clock clk0 [all_outputs]
```

==> flow_metrics.tcl <==
# place-and-route summary
set metrics [dict create \
    status "completed" \
    p_leak_nw 0.860 \
    top_cell "edfxtp_1" \
    die-height_um 86.3 \
    setup_ws_ps 610 \
    dp_hpwl_mm 3.06 \
    simple_gate_area_share_pct 21.6 \
    dp_slack_ps 620 \
    syn_inst 203 \
    grt-ovfl-total 0 \
    die_w_um 86.3 \
    syn_area_um2 2130 \
    maxSlewViolCount 0 \
    tritoncts "yes" \
    yosys_warnings 1 \
    top_cell_area_share_pct 38.1 \
    drc_errors 0 \
    setup_viol_count_final 0 \
    vias_per_cell 4.99 \
    chip_area_um2 7440 \
    grt_max_degree 26 \
    r2r_slack_ps 610 \
    r2r_cells 5 \
    ys_seq_share_pct 53.1 \
    finalInstanceArea_um2 2680 \
    hold_ws_ps 340 \
    grt_pass1_wl_mm 7.26 \
    ys_sh_adder_pct 1.17 \
    ys_ff 43 \
    ys_sh_xor_pct 4.52 \
    synth_chip_area_um2 2130 \
    ys_async_sr_fraction_pct 0 \
    post_cts_buffers 0 \
    cp_max_fo 6 \
    r2r_end "pulseTime[18]" \
    tns_ps 0 \
    drt-initial-drc-count 138 \
    drive_above_1_share_pct 9.24 \
    placed_area_um2 2550 \
    hold_violations 0 \
    required_ps 2840 \
    p_per_area_nw_per_um2 522 \
    yosys.area.top_type "edfxtp_1" \
    ys_top_logic_family "simple AND/OR/NAND/NOR gates" \
    cts_buffers 5 \
    ff_type "edfxtp_1" \
    ioPinCount 36 \
    postRouteAntennaNets 0 \
    area_growth_syn_to_layout_pct 25.8 \
    path_clk_slew_ps 90 \
    worstSetupEndpointType "register" \
    clockBufferDepth 2 \
    initial_core_util_pct 31.2 \
    startpoint_type "register" \
    placementRows 30 \
    syn_area_per_cell_um2 10.5 \
    finalWirelength_mm 4.30 \
    cts.repair.resized 0 \
    ctsHoldBuffers 0 \
    cts_max_level 2 \
    synthAoiAreaFrac_pct 15.9 \
    synth.area.mux_share_pct 0 \
    port_buffers 34 \
    cts-root-buf "clkbuf_8" \
    maxSlewHeadroom_pct 51.1 \
    ys_types 40 \
    antenna_cells 0 \
    hp-class "register to register" \
    peakVddDrop_uv 184 \
    synth-edff-count 27 \
    antenna_found_initial 0 \
    first_pass_iters 4 \
    warning_count 29 \
    hp-start "pulsestate" \
    tightest_slew_ps 728 \
    fin_skew_ps 10.7 \
    routabilityCongestion 0.803 \
    grt_pass1_vias 1516 \
    crit_arrival_ps 2230 \
    track_usage_pct 12.6 \
    vias 1665 \
    hold_end "pulseTime[20]" \
    min_path_cells 0 \
    detail_route.wl_per_cell_um 12.9 \
    rsz0062_at_grt "false" \
    ys_cells 203 \
    coreArea_um2 6830 \
    max_cap_violations 0 \
    topCellsByArea "edfxtp_1 38%, dfxtp_1 15%, or4_1 4.2%" \
    path_class "register to register" \
    top_cells_by_count "27 x edfxtp_1, 19 x nor2_1, 16 x dfxtp_1" \
    r2r_start "pulseTime[0]" \
]
==> how the worst max path moves through the flow <==
stage | from | end | slack, ps | cells past startpoint
4_1_cts | pulseTime[0] | pulseTime[18] | 600 | 5
5_1_grt | pulseTime[0] | pulseTime[18] | 430 | 5
6_report | pulseTime[0] | pulseTime[18] | 610 | 5
==> cell usage in the layout (no fill, tap or decap), types with 3 or more instances in the layout <==
cell type        netlist  routed
o31a_1                 8       8
or4_1                 12      12
edfxtp_1              27      27
nand2_1               10      10
clkdlybuf4s50_1        0      34
xnor2_1                6       6
a21oi_1               14      14
nor3_1                 6       6
nor4_1                 3       3
nand4_1                4       4
o21ai_0                3       3
inv_1                  8       8
nor2_1                19      19
xor2_1                 5       5
clkbuf_8               0       5
dfxtp_1               16      16
nand3_1               11      11
a31o_2                 9       9
o31ai_1                9       9
==> metal layers <==
| metal | vias up | track usage, % | part of all wire (%) | wire (um) |
|---|---|---|---|---|
| met3 | 5 | 2.42 | 5.3 | 226 |
| met5 | - | 0 | 0 | 0 |
| met1 | 779 | 20.3 | 50 | 2150 |
| li1 | 846 | - | - | - |
| met2 | 35 | 19.2 | 44 | 1890 |
| met4 | 0 | 1.36 | 0.93 | 40 |
==> sequential cells by signal, summed over array words and instances, names as in the netlist <==
signal / cells
pulseTime: 26
pnum0: 4
pnum1: 4
pnum2: 4
pnum3: 4
pulsestate: 1
==> power breakdown <==
group	internal (W)	switching (W)	total, W
clock network	0.000296	0.000223	0.000519
registers	0.000733	0.0000288	0.000761
logic	0.0000765	0.0000437	0.000120
==> cell families after synthesis <==
logic type                 after synthesis
AOI/OAI and AO/OA                       48
xor gates and xnor gates                11
adders and majority gates                2
buffers and inverters                   16
DFF                                     43
other                                    1
and+or+nand+nor                         82
==> final cells by class <==
class | count | area (um2)
clock inverter | 1 | 8.76
tap | 96 | 120
clock buffer | 7 | 119
multi-input combinational | 144 | 925
sequential | 43 | 1130
timing repair buffer | 35 | 348
inverter | 8 | 30.0
fill | 694 | 4150
==> worst max-delay path, stage by stage (launching register included) <==
cell	delay [ps]
edfxtp_1	450
ha_1	250
nand4_1	130
or4_1	520
or4_1	430
a21oi_1	150
==> metrics by stage <==
stage                     utilization [%]  total power [W]  std cells
after CTS                            39.2          0.00142        334
after floorplan                         -         0.000823        203
after global routing                 39.2          0.00146        334
after detailed placement             37.4         0.000897        326
after global placement               37.4         0.000897        326
final                                39.2          0.00140        334
No activity file was given, so power comes from the tool's default toggle rates.
